==> flow/design.v <==
module asyn_rst_counter(input clk,rst,
                    output reg [3:0]q);
  always@(posedge clk or posedge rst)begin
    if (rst)
      q<= 4'b0000;
    else
      q<= q+1;
  end
endmodule
==> flow/run.sh <==
#!/bin/bash
# OpenROAD 26Q1-2900-gdf79404cd8, Yosys 0.63+post, stock flow scripts
make -C /OpenROAD-flow-scripts/flow DESIGN_CONFIG=/design/flow/config.mk WORK_HOME=/design/flow/orfs finish
==> flow/config.mk <==
export PLATFORM = sky130hd
export DESIGN_NAME = asyn_rst_counter
export DESIGN_NICKNAME = asyn_rst_counter
export VERILOG_FILES = /design/flow/design.v
export SDC_FILE = /design/flow/constraint.sdc
export NUM_CORES = 4
export LEC_CHECK = 1
export CORE_AREA = 10 10 70 70
export DIE_AREA = 0 0 80 80
==> flow/constraint.sdc <==
current_design asyn_rst_counter

set clk_period 1.0
set clk_io_pct 0.2

create_clock -name clk0 -period $clk_period [get_ports {clk}]

set non_clock_inputs [all_inputs -no_clocks]
set_input_delay [expr $clk_period * $clk_io_pct] -clock clk0 $non_clock_inputs
set_output_delay [expr $clk_period * $clk_io_pct] -clock clk0 [all_outputs]
==> metrics.csv <==
metric;value;unit
status;complete, no violations;
placed_cells;64;
ff_type;dfrtp_1;
netlist_area;143;sq um
htreeDepth;1;
cp-end-kind;flip-flop;
top_regs;q: 4 flops;
grt_max_degree;5;
warnings;26;
crit_end;q[2];
required;1120;ps
drv_slew;0;
setup_viol;0;
drt_iter0_drc;5;
viasPerCell;1.77;
power_density;1230;nW/um^2
ir_drop;0.000165;V
start_kind;flip-flop;
holdBufCountCts;0;
clock_latency;230;ps
drive_gt1_frac;0.583;
async_flop_share;1.00;
most_common_cell;dfrtp_1;
clkTransAtPathRegs;40;ps
placed_area;273;sq um
cellLeakagePower;0.000153;uW
relSlewSlack;0.904;
io_pins;6;
dr_wl_met2;130;um
internal_power;301;uW
worstPathArrival;1070;ps
period_used_share;0.950;
rsz0062_at_grt;false;
syn_avg_cell_area;14.3;sq um
highest_layer;met3;
cp.depth;3;
seqPwrFrac;0.442;
min_path_type;in2async;
root_buffer;clkbuf_4;
area_growth;111;%
antenna_left;0;
switchingPower;67.4;uW
wire_per_inst;6.26;um
critPathMaxStageDelay;380;ps
top_register;q;
num_vias;124;
critPathSlowestCell;dfrtp_1;
synth_seq_share;0.702;
yosys.area.top_type;dfrtp_1;
yosysWarningCount;1;
ys_chip_area;143;sq um
ys_top_cells_by_area;dfrtp_1, ha_1, xnor2_1;
path_max_fanout;3;
reg2regPathDepth;3;
grt_use_total;0.0158;
worstMarginPinSlew;144;ps
max_cap_viol_count;0;
antenna_found_initial;0;
finalHoldViolCount;0;
cp_cell_sequence;buf_4, ha_2, xor2_1;
min_period;950;ps
drc;0;
wl;438;um
post-route-util;0.0879;
dieHeight;80;um
syn-instance-count;10;
largest_register_ffs;4;
grt_pass1_wl;696;um
ys_types;6;
reg2reg_slack;50;ps
fp_util;0.0418;
top_cell_area_share;0.702;
dr.pass1.iters;2;
whs;157;ps
coreArea;3420;sq um
cts_made_buffers;3;
gp_congestion;0.657;
switching_share;0.183;
cts.sinks;4;
crit_type;reg2reg;
fin_area;300;sq um
met1_length;141;um
r2r_end;q[2];
cts_tree;built;
fmax;1.05;GHz
numSynthFlops;4;
met3_length;166;um
cp.buffers_inverters;1;
clock-skew-final;2.13;ps
fillers;404;
rows;21;
edf_count;0;
overflow;0;
cts_buffer_depth;2;
io_buffers;5;
crit_family;flip-flops;
stdcell_count;70;
pwr-share-comb;0.019;
timing.rr.start;q[0];
grt_pass1_vias;152;
clockPowerShare;0.539;
common_cells;dfrtp_1, inv_1;
synth-cells-yosys;10;
diodes;0;
die_area;6400;sq um
die_x;80;um
startpoint;q[0];
==> layout make-up <==
type,instances,area (sq um),area share
inverter,2,7.51,0.0250
clock buffer,3,22.5,0.0750
timing repair buffer,11,75.1,0.250
tap,46,57.6,0.192
sequential,4,100,0.333
multi-input combinational,4,37.5,0.125
==> layout by cell type (no fill, tap or decap), drive strengths merged <==
| cell | netlist | routed |
|---|---|---|
| buf | 0 | 7 |
| clkbuf | 0 | 6 |
| dfrtp | 4 | 4 |
| inv | 2 | 2 |
| nand3 | 1 | 1 |
| xnor2 | 1 | 1 |
| xor2 | 1 | 1 |
| ha | 1 | 1 |
| clkdlybuf4s50 | 0 | 1 |
==> timing repair <==
item                                    in CTS  in global routing
setup buffers                                3                  0
endpoints found under the hold margin        0                  0
endpoints found under the setup margin       4                  4
cloned                                       0                  0
resized                                     10                  4
==> kinds of logic after synthesis <==
family | count (synthesis) | synth area share
adders and majority gates | 1 | 0.0877
xor gates and xnor gates | 2 | 0.123
and+or+nand+nor | 1 | 0.0351
DFF | 4 | 0.702
buffers and inverters | 2 | 0.0527
==> layer usage <==
layer | track usage | vias to the layer above
met4 | 0.00704 | 0
met1 | 0.0107 | 59
met3 | 0.0318 | 0
li1 | - | 59
met5 | 0 | -
met2 | 0.0161 | 6
==> through the flow <==
step / setup TNS (ps) / power [uW] / worst slack [ps]
final: 0 / 368 / 50.1
after global routing: 0 / 393 / 19.0
after CTS: -32.9 / 380 / -32.9
after detailed placement: -114 / 172 / -95.3
after global placement: -123 / 172 / -87.0
after floorplan: 0 / 168 / 179
==> power groups by stage <==
| stage | registers (uW) | logic (uW) | clock network [uW] |
|---|---|---|---|
| CTS | 163 | 7.30 | 210 |
| global route | 163 | 8.47 | 222 |
| finish | 163 | 6.99 | 198 |
==> worst min-delay path by stage <==
stage / to / cells after the start / startpoint
after CTS: q[1] / 2 / rst
after global routing: q[1] / 2 / rst
final: q[3] / 2 / rst
Power is estimated from default activity; no workload was simulated.
